### design/flow/design.v
module trans(
    input               clk,
    input               rst_n,
    input       [9:0]   data_o,
    input       [10:0]  data_qsub,
    output      [11:0]  data
);
reg [10:0]  data_mult;
reg [11:0]  data_q;
assign data = data_q;
always @(posedge clk or negedge rst_n) begin
    if(!rst_n) begin
        data_mult <= 11'd0;
        data_q <= 12'd0;
    end
    else begin
        data_mult <= {data_o[9:0], 1'b0};
        data_q <= (data_qsub[10]==1'b0) ? {1'b0, data_mult} : {1'b1, ~data_mult+1'b1};
    end
end
endmodule
### design/flow/run.sh
#!/bin/bash
# OpenROAD 26Q1-2900-gdf79404cd8, Yosys 0.63+post, stock flow scripts
make -C /OpenROAD-flow-scripts/flow DESIGN_CONFIG=/design/flow/config.mk WORK_HOME=/design/flow/orfs finish
### design/flow/config.mk
export PLATFORM = sky130hd
export DESIGN_NAME = trans
export DESIGN_NICKNAME = trans
export VERILOG_FILES = /design/flow/design.v
export SDC_FILE = /design/flow/constraint.sdc
export NUM_CORES = 4
export LEC_CHECK = 1
export CORE_AREA = 10 10 74 74
export DIE_AREA = 0 0 84 84
### design/flow/constraint.sdc
current_design trans

set clk_period 3.7
set clk_io_pct 0.2

create_clock -name clk0 -period $clk_period [get_ports {clk}]

set non_clock_inputs [all_inputs -no_clocks]
set_input_delay [expr $clk_period * $clk_io_pct] -clock clk0 $non_clock_inputs
set_output_delay [expr $clk_period * $clk_io_pct] -clock clk0 [all_outputs]
==> node_exporter_impl.prom <==
# HELP chip_impl_metric Physical implementation figures
# TYPE chip_impl_metric gauge
chip_impl_metric{name="critical_path.max_fanout",unit=""} 1
chip_impl_metric{name="yosys.stat.seqShare",unit="%"} 72.54
chip_impl_metric{name="largest_net_degree_at_the_start_of_global_routing",unit=""} 22
chip_impl_info{name="holdPathEnd",value="data_q[10]$_DFF_PN0_"} 1
chip_impl_metric{name="dp.final_hpwl",unit="um"} 1092
chip_impl_metric{name="die_y",unit="um"} 84
chip_impl_metric{name="grt_first_pass_wirelength",unit="um"} 2270
chip_impl_info{name="worstReg2RegEnd",value="data_q[10]$_DFF_PN0_"} 1
chip_impl_metric{name="overall_power_consumption",unit="mW"} 0.4506
chip_impl_info{name="regToRegStartpoint",value="data_mult[4]$_DFF_PN0_"} 1
chip_impl_metric{name="worst_ir_drop_vdd",unit="mV"} 0.2297
chip_impl_info{name="synth_top_cell_by_area",value="sky130_fd_sc_hd__dfrtp_1"} 1
chip_impl_metric{name="pwr-share-clk",unit="%"} 31.1
chip_impl_metric{name="cell_area_power_density",unit="nW/um^2"} 424.2
chip_impl_metric{name="antenna_found_initial",unit=""} 0
chip_impl_metric{name="die_width",unit="um"} 84
chip_impl_metric{name="power.sequential.fraction",unit="%"} 56.6
chip_impl_metric{name="net-switching-power",unit="mW"} 0.08874
chip_impl_info{name="clock_tree.root_cell",value="sky130_fd_sc_hd__clkbuf_8"} 1
chip_impl_metric{name="clock_skew",unit="ns"} 0.001735
chip_impl_metric{name="max_cap_violations",unit=""} 0
chip_impl_metric{name="max-slew-margin-rel",unit="%"} 57.91
chip_impl_metric{name="stage_log_warnings",unit=""} 35
chip_impl_metric{name="combPwrFrac",unit="%"} 12.3
chip_impl_metric{name="worst-r2r-setup-slack",unit="ns"} 2.22
chip_impl_metric{name="rr_worst_depth",unit=""} 3
chip_impl_info{name="cp-end-kind",value="output port"} 1
chip_impl_metric{name="proportion_of_layout_cells_with_a_drive_suffix_above_1",unit="%"} 7.692
chip_impl_info{name="crit_path_start_kind",value="flop"} 1
chip_impl_metric{name="critical_path.n_buffers_inverters",unit=""} 1
chip_impl_info{name="cpLargestDelayFamily",value="buffers and inverters"} 1
chip_impl_metric{name="finalClockPeriodUsage",unit="%"} 48.45
chip_impl_metric{name="cts_sink_count",unit=""} 21
chip_impl_metric{name="cp_data_required_time",unit="ns"} 2.96
chip_impl_metric{name="static-leakage-power",unit="nW"} 0.4449
chip_impl_metric{name="avgRoutedWirePerCell",unit="um"} 10.32
chip_impl_metric{name="cts_buffers",unit=""} 3
chip_impl_metric{name="vias_per_cell",unit=""} 3.453
chip_impl_metric{name="antenna_violating_nets_post_route",unit=""} 0
chip_impl_metric{name="slew_viol_final",unit=""} 0
chip_impl_metric{name="yosys.cell_types.count",unit=""} 19
chip_impl_metric{name="syn_to_final_growth",unit="%"} 46.63
chip_impl_metric{name="wl",unit="um"} 1321
chip_impl_metric{name="post_synth_mux_area_share",unit="%"} 0
chip_impl_metric{name="synth_cells",unit=""} 51
chip_impl_metric{name="cts-hold-fix-buffers",unit=""} 0
chip_impl_metric{name="fillerInstances",unit=""} 407
chip_impl_metric{name="synth.yosys.num_cells",unit=""} 51
chip_impl_metric{name="layout.cell_area.non_filler",unit="um^2"} 1062
chip_impl_metric{name="syn-cell-area",unit="um^2"} 724.4
chip_impl_metric{name="ys_sh_xor",unit="%"} 9.672
chip_impl_metric{name="routabilityCongestion",unit=""} 0.8646
chip_impl_metric{name="power.internal",unit="mW"} 0.3619
chip_impl_metric{name="worst_ep_arrival_time",unit="ns"} 1.05
chip_impl_info{name="worst_path_max_delay_cell",value="sky130_fd_sc_hd__clkdlybuf4s50_1"} 1
chip_impl_metric{name="coreArea",unit="um^2"} 3971
chip_impl_metric{name="crit_path_max_incr_delay",unit="ns"} 0.46
chip_impl_metric{name="switching_share",unit="%"} 19.69
chip_impl_metric{name="ys_sh_simple",unit="%"} 5.699
chip_impl_metric{name="post-route-drc-count",unit=""} 0
chip_impl_metric{name="globalRouteOverflowTotal",unit=""} 0
chip_impl_info{name="most_instantiated_cells_after_synthesis",value="sky130_fd_sc_hd__dfrtp_1 (21), sky130_fd_sc_hd__xnor2_1 (4), sky130_fd_sc_hd__xor2_1 (4)"} 1
chip_impl_metric{name="number_of_diodes",unit=""} 0
chip_impl_metric{name="via_count_of_the_first_global_routing_pass",unit=""} 471
chip_impl_info{name="chain_of_cells_forming_the_critical_path",value="clkdlybuf4s50_1"} 1
chip_impl_metric{name="ys_async_sr_fraction",unit="%"} 100.0
chip_impl_metric{name="min_delay_path_depth",unit=""} 1
chip_impl_info{name="most_common_cell",value="sky130_fd_sc_hd__dfrtp_1"} 1
chip_impl_metric{name="chip_area",unit="um^2"} 7056
chip_impl_metric{name="ys_sh_aoi",unit="%"} 7.254
chip_impl_metric{name="yosysChipArea",unit="um^2"} 724.4
chip_impl_metric{name="post_cts_resized",unit=""} 0
chip_impl_metric{name="max-clock-path-buffers",unit=""} 2
chip_impl_metric{name="num_vias",unit=""} 442
chip_impl_metric{name="edf_count",unit=""} 0
chip_impl_metric{name="max_freq",unit="MHz"} 557.8
chip_impl_metric{name="final-setup-viol-count",unit=""} 0
chip_impl_metric{name="ios",unit=""} 35
chip_impl_metric{name="post-route-min-period",unit="ns"} 1.793
chip_impl_info{name="hold_path.startpoint",value="data_mult[10]$_DFF_PN0_"} 1
chip_impl_metric{name="post-cts-setup-buffers",unit=""} 0
chip_impl_metric{name="syn_area_per_cell",unit="um^2"} 14.20
chip_impl_info{name="tritoncts",value="done"} 1
chip_impl_metric{name="cts_htree_levels",unit=""} 1
chip_impl_metric{name="gr-usage-all-layers",unit="%"} 3.880
chip_impl_metric{name="dpl_cell_area",unit="um^2"} 1017
chip_impl_metric{name="worst_setup_hold_path_clk_slew",unit="ns"} 0.07
chip_impl_metric{name="ys.flops",unit=""} 21
chip_impl_metric{name="core.rowCount",unit=""} 23
chip_impl_metric{name="top_cell_area_share",unit="%"} 72.54
chip_impl_info{name="crit_type",value="flop to output port"} 1
chip_impl_info{name="outcome",value="completed"} 1
chip_impl_metric{name="firstDrtPassIters",unit=""} 3
chip_impl_metric{name="timing.setup.tns",unit="ns"} 0
chip_impl_metric{name="finalHoldViolations",unit=""} 0
chip_impl_info{name="synth-main-ff-cell",value="sky130_fd_sc_hd__dfrtp_1"} 1
chip_impl_metric{name="detailedRoute.firstIterationViolations",unit=""} 25
chip_impl_metric{name="ys_warn_count",unit=""} 1
chip_impl_metric{name="placement.io_buffers",unit=""} 23
chip_impl_info{name="rsz0062_at_grt",value="false"} 1
chip_impl_info{name="netlist_logic_family_top",value="XOR/XNOR gates"} 1
chip_impl_info{name="timing.hold.worst.class",value="flop to flop"} 1
chip_impl_info{name="topCellsByArea",value="sky130_fd_sc_hd__dfrtp_1 (73%), sky130_fd_sc_hd__xnor2_1 (4.8%), sky130_fd_sc_hd__xor2_1 (4.8%)"} 1
chip_impl_metric{name="tightest_slew",unit="ns"} 0.6256
chip_impl_metric{name="initial_core_util",unit="%"} 18.24
chip_impl_metric{name="clock_insertion_delay_worst_skew",unit="ns"} 0.25
chip_impl_metric{name="synth.cellmix.adderShare",unit="%"} 1.727
==> placed cells by master (no fill, tap or decap) <==
| master | n |
|---|---|
| sky130_fd_sc_hd__nand2_1 | 1 |
| sky130_fd_sc_hd__nand2b_1 | 1 |
| sky130_fd_sc_hd__clkbuf_8 | 3 |
| sky130_fd_sc_hd__clkdlybuf4s50_1 | 23 |
| sky130_fd_sc_hd__a21o_2 | 1 |
| sky130_fd_sc_hd__inv_1 | 3 |
| sky130_fd_sc_hd__conb_1 | 1 |
| sky130_fd_sc_hd__buf_4 | 1 |
| sky130_fd_sc_hd__a21oi_1 | 2 |
| sky130_fd_sc_hd__nor2_1 | 2 |
| sky130_fd_sc_hd__o31ai_1 | 1 |
| sky130_fd_sc_hd__dfrtp_1 | 21 |
| sky130_fd_sc_hd__xnor2_1 | 4 |
| sky130_fd_sc_hd__xor2_1 | 4 |
| sky130_fd_sc_hd__a31oi_1 | 2 |
| sky130_fd_sc_hd__nor3_1 | 2 |
| sky130_fd_sc_hd__ha_1 | 1 |
| sky130_fd_sc_hd__nor4_1 | 1 |
| sky130_fd_sc_hd__o21ai_0 | 1 |
| sky130_fd_sc_hd__or4_1 | 1 |
| sky130_fd_sc_hd__o21ai_2 | 1 |
| sky130_fd_sc_hd__clkbuf_1 | 1 |
==> kinds of logic after synthesis <==
family | Yosys count
AND-OR/OR-AND | 8
XOR/XNOR | 8
adder cells (fa/ha/maj) | 1
buffers and inverters | 4
flip-flops | 21
other | 1
AND/OR/NAND/NOR | 8
==> power groups by stage <==
stage | sequential, mW | clock, mW | combinational, mW
CTS | 0.255 | 0.144 | 0.0574
global route | 0.257 | 0.158 | 0.0625
finish | 0.255 | 0.140 | 0.0553
==> layer usage <==
metal | routed length [um] | share of wire, % | global-route usage, % | vias up
met3 | 163 | 12 | 2.657 | 2
met2 | 475 | 36 | 4.530 | 22
met4 | 8 | 0.61 | 0.3044 | 0
met5 | 0 | 0 | 0 | -
met1 | 675 | 51 | 5.764 | 199
li1 | - | - | - | 219
==> how the worst max path moves through the flow <==
stage	from	depth (start not counted)	endpoint
final	data_q[4]$_DFF_PN0_	1	data[4]
after global routing	data_q[8]$_DFF_PN0_	1	data[8]
after CTS	data_q[5]$_DFF_PN0_	1	data[5]
==> area by class of cell <==
cell class                 instances  area, um^2  area share (%)
sequential                        21       525.5           49.47
timing repair buffer              24       237.7           22.38
multi-input combinational         26       180.2           16.96
tap                               50       62.56           5.889
clock buffer                       4       45.04           4.240
inverter                           3       11.26           1.060
==> metrics by stage <==
| stage | setup slack (ns) | util [%] | cells | hold WS, ns |
|---|---|---|---|---|
| CTS | 1.893 | 26.75 | 128 | 0.4417 |
| floorplan | 2.407 | - | 51 | 0.4204 |
| finish | 1.907 | 26.75 | 128 | 0.4347 |
| global route | 1.848 | 26.75 | 128 | 0.4660 |
| detailed placement | 1.741 | 25.61 | 124 | 0.4321 |
| global placement | 1.778 | 25.61 | 124 | 0.4306 |
==> sequential cells by signal, indices dropped and copies added, names as in the netlist <==
register and count:
data_q 11, data_mult 10
Power figures rest on the tool's default switching activity, not on a simulated workload.
