--- ./config.mk ---
export PLATFORM = sky130hd
export DESIGN_NAME = da_wave_send
export DESIGN_NICKNAME = da_wave_send
export VERILOG_FILES = /design/flow/design.v
export SDC_FILE = /design/flow/constraint.sdc
export NUM_CORES = 4
export LEC_CHECK = 1
export CORE_AREA = 10 10 70 70
export DIE_AREA = 0 0 80 80
--- ./constraint.sdc ---
current_design da_wave_send

set clk_period 2.3
set clk_io_pct 0.2

create_clock -name clk0 -period $clk_period [get_ports {clk}]

set non_clock_inputs [all_inputs -no_clocks]
set_input_delay [expr $clk_period * $clk_io_pct] -clock clk0 $non_clock_inputs
set_output_delay [expr $clk_period * $clk_io_pct] -clock clk0 [all_outputs]
--- ./design.v ---
module da_wave_send(
    input               clk,
    input               rst_n,
    input       [9:0]   rd_data,
    output  reg [9:0]   rd_addr,
    output              da_clk,
    output      [9:0]   da_data
);
assign da_clk = ~clk;
assign da_data = rd_data;
always @(posedge clk or negedge rst_n) begin
    if(rst_n==1'b0)
        rd_addr <= 10'd0;
    else
        rd_addr <= rd_addr + 10'd10;
end
endmodule
--- ./run.sh ---
#!/bin/bash
# OpenROAD 26Q1-2900-gdf79404cd8, Yosys 0.63+post, stock flow scripts
make -C /OpenROAD-flow-scripts/flow DESIGN_CONFIG=/design/flow/config.mk WORK_HOME=/design/flow/orfs finish
==> impl_metrics.py <==
# Synthesis and PnR figures
metrics = {
    "run_status": {
        "outcome": "finished clean",
    },
    "clock_tree": {
        "clock.latency.late_pin_ps": 300,
        "clkTransAtPathRegs_ps": 70,
        "cts_tree": "built",
        "root_buffer": "clkbuf_4",
        "clk_path_buf_depth": 2,
        "cts_setup_buffers": 0,
        "hold_buffers": 0,
        "h-tree-depth": 1,
        "cts-buffers-inserted": 3,
    },
    "worst_setup_path": {
        "critPathMaxFanout": 6,
        "r2r-end": "rd_addr[4]",
        "end_kind": "output pin",
        "cp_num_buf_inv": 3,
        "cp.required_ps": 1840,
        "critical_path_class": "clk -> out",
        "crit_family": "buffers and inverters",
        "reg2regPathDepth": 2,
        "startpoint_type": "clock port",
        "r2r-start": "rd_addr[3]",
        "cpPeakStageDelay_ps": 140,
        "crit_arrival_ps": 1420,
        "crit_chain": "clkbuf_4, inv_1, dlymetal6s2s_1",
        "cp_slowest_cell": "clkbuf_4",
        "ff2ff_setup_slack_ps": 1270,
    },
    "timing": {
        "setup_viol": 0,
        "hold_viol_final": 0,
        "fin_hold_ws_ps": 448,
        "finClkSkew_ps": 163,
        "fin_ws_ps": 416,
        "rsz0062_at_grt": "false",
        "finalSetupTns_ps": 0,
        "drv_slew": 0,
    },
    "power": {
        "p_per_area_nw_per_um2": 528,
        "p_comb_frac": 0.016,
        "power.switching_mw": 0.0629,
        "vdd_drop_max_mv": 0.162,
        "leakagePower_nw": 0.214,
        "power.share.switching": 0.217,
        "pwr-share-clk": 0.438,
        "intPower_mw": 0.226,
        "p_seq_frac": 0.546,
    },
    "routing": {
        "firstDrtPassIters": 2,
        "drtIter0Drc": 4,
        "drt-wirelength-per-cell_um": 9.92,
        "routed-via-count": 258,
        "drc": 0,
        "vias_per_cell": 2.90,
        "wl_um": 883,
        "num_antenna_cells": 0,
        "antenna_left": 0,
    },
    "finish": {
        "reg_top3": "rd_addr (9)",
        "top_register": "rd_addr",
        "layout-drive-gt1-share": 0.0698,
        "fin_area_um2": 548,
        "areaGrowthSynthToFinish_pct": 24.1,
        "largest_reg_flops": 9,
        "layout.cells.non_filler": 89,
    },
    "yosys": {
        "yosys_warnings": 1,
        "yosysUniqueCellTypes": 13,
        "synthTopCellsByArea": "dfrtp_1 (51%), buf_4 (19%), xnor2_1 (7.9%)",
        "ys_cells": 40,
        "ys_ff": 9,
        "synth_top_cell_by_area": "dfrtp_1",
        "ys_chip_area_um2": 442,
        "syn_area_um2": 442,
        "syn_avg_cell_area_um2": 11.0,
        "synth_cells": 40,
        "ys_seq_share": 0.510,
        "synth.top_cell.area_share": 0.510,
    },
    "place": {
        "dp_cells": 86,
        "pre_cts_ws_ps": 227,
        "post_dp_cell_area_um2": 527,
        "place.gp.congestion": 0.767,
        "portBuffers": 11,
    },
    "global_routing": {
        "grt_pass1_vias": 269,
        "grt_pass1_wl_um": 1390,
        "gr-total-overflow": 0,
        "grt_use_total": 0.0291,
        "antenna_found_initial": 0,
        "grt_max_degree": 10,
    },
    "min_path": {
        "hold_class": "in -> async",
    },
    "die": {
        "die_area_um2": 6400,
        "fp_util": 0.129,
        "rows": 21,
        "die_x_um": 80,
        "core_um2": 3420,
        "io_pins": 33,
        "die_h_um": 80,
    },
    "job": {
        "maxCapViolations": 0,
        "warning_count": 27,
    },
}
-- cells in the mapped netlist (all sizes together) --
cell type   n
inv         2
dfrtp       9
xnor2       4
nor2        3
a21oi       1
buf        11
conb        1
o2111ai     1
o21ai       2
ha          1
nand2       1
nand4       1
xor2        3
-- power by group through the flow --
stage / clock [mW] / combinational (mW) / sequential, mW
4_1_cts: 0.142 / 0.00482 / 0.158
5_1_grt: 0.154 / 0.00536 / 0.158
6_report: 0.127 / 0.00452 / 0.158
-- worst max path at each step --
| stage | from | endpoint | slack, ps | cells past startpoint |
|---|---|---|---|---|
| CTS | clk | da_clk | 20 | 3 |
| global route | clk | da_clk | 360 | 3 |
| finish | clk | da_clk | 420 | 3 |
-- cell usage in the layout (no fill, tap or decap) --
master,instances
a21oi_2,1
clkbuf_4,2
clkdlybuf4s50_1,10
clkinv_1,1
conb_1,1
dfrtp_1,9
dlymetal6s2s_1,1
ha_1,1
inv_1,2
nand2_1,1
nand4_1,1
nor2_1,3
o2111ai_1,1
o21ai_0,2
xnor2_1,4
xor2_1,3
-- metal layers --
metal,vias up,part of all wire,track usage,wire [um]
met5,-,0,0,0
met4,0,0.024,0.00880,21
met3,6,0.12,0.0170,104
met2,14,0.48,0.0433,421
met1,116,0.38,0.0346,335
li1,122,-,-,-
-- cell type report --
type	instances	area, um^2
well taps	46	57.6
multi-input cells	18	126
repair buffers	10	100
inverters	1	3.75
flip-flops and latches	9	225
clock buffers	3	27.5
clock inverters	2	7.51
fillers	391	2870
-- logic make-up after synthesis --
| group | share of synthesized area |
|---|---|
| compound gates | 0.0623 |
| xor+xnor | 0.139 |
| fa+ha+maj | 0.0283 |
| buf+inv | 0.204 |
| flops | 0.510 |
| other cells | 0.00849 |
| simple gates | 0.0482 |
-- repair_timing --
action,CTS,global route
setup endpoints to repair,1,1
resized,0,1
endpoints found under the hold margin,0,0
-- through the flow --
| stage | power (mW) | utilization |
|---|---|---|
| floorplan | 0.175 | - |
| global route | 0.318 | 0.160 |
| finish | 0.289 | 0.160 |
| CTS | 0.305 | 0.160 |
| global placement | 0.200 | 0.154 |
| detailed placement | 0.200 | 0.154 |
Power is estimated from default activity; no workload was simulated.
