## run.sh

```bash
#!/bin/bash
# OpenROAD 26Q1-2900-gdf79404cd8, Yosys 0.63+post, stock flow scripts
make -C /OpenROAD-flow-scripts/flow DESIGN_CONFIG=/design/flow/config.mk WORK_HOME=/design/flow/orfs finish
```

## config.mk

```make
export PLATFORM = sky130hd
export DESIGN_NAME = mixer
export DESIGN_NICKNAME = mixer
export VERILOG_FILES = /design/flow/design.v
export SDC_FILE = /design/flow/constraint.sdc
export NUM_CORES = 4
export LEC_CHECK = 1
export CORE_AREA = 10 10 70 70
export DIE_AREA = 0 0 80 80
```

## constraint.sdc

```tcl
current_design mixer

set clk_period 1.4
set clk_io_pct 0.2

create_clock -name clk0 -period $clk_period [get_ports {clk}]

set non_clock_inputs [all_inputs -no_clocks]
set_input_delay [expr $clk_period * $clk_io_pct] -clock clk0 $non_clock_inputs
set_output_delay [expr $clk_period * $clk_io_pct] -clock clk0 [all_outputs]
```

## design.v

```verilog
module mixer(
    input       clk,
    input       rst_n,
    input       mult,
    output      dout
);
reg     signed  [19:0]  m1, m2, m3, m4, m5, m6, m7;
wire    signed  [22:0]  madd = mult + m1 + m2 + m3 + m4 + m5 + m6 + m7;
wire    signed  [19:0]  mean = madd[22:3];
wire    signed  [19:0]  mt = mult - mean;
assign dout = mt;
always @(posedge clk or negedge rst_n)
    if(!rst_n)  begin
        m1 <= 20'd0;
        m2 <= 20'd0;
        m3 <= 20'd0;
        m4 <= 20'd0;
        m5 <= 20'd0;
        m6 <= 20'd0;
        m7 <= 20'd0;
    end
    else begin
        m1 <= mult;
        m2 <= m1;
        m3 <= m2;
        m4 <= m3;
        m5 <= m4;
        m6 <= m5;
        m7 <= m6;
    end
endmodule
```

==> CHANGELOG.md <==
### Physical design

* Run status: finished, violations left
* Failing checks: setup timing
* Worst skew pair latency at 0.25 ns
* Yosys Instances at 20
* FMAX at ~330 MHz
* Antenna violations before repair at 0
* Utilization after layout at roughly 13%
* Max Cap Viol at 0
* Avg Cell Area, Syn at 15.14 um^2
* Req. time, crit path at 1.12 ns
* Die Size at 6400 um^2
* LEAKAGE at ~0.19 nW
* Fin crit period at 3.054 ns
* Clock sink count at 7
* Top cells excl fill/tap: dfrtp_1, inv_1, clkbuf_4
* Root buf cell: clkbuf_4
* Grt ovf at 0
* Max_slew headroom at 79.60%
* Cell Pwr Density at 1121 nW/um^2
* Slew at the pin closest to its max-slew limit at ~0.31 ns
* FP Core Util at 8.864%
* DIE HEIGHT at 80 um
* DRT iter0 DRCs at 0
* FF+latch count, synth at 7
* Yosys stat chip area at 302.8 um^2
* GRT Total Usage at 1.683%
* RSZ-0062 raised after global routing: yes
* Final max-slew violation count at 0
* Synthesis-to-finish area growth at 42.98%
* IO Count at 4
* Critical path arrival at 2.77 ns
* DRC viols at 0
* Hpwl dp at ~350 um
* Min-Delay Path Class: primary input to asynchronous set/reset pin
* Inst Count DP at ~70
* Fill cells at between 400 and 500
* Std cell rows at 21
* Synth cell types at 7
* Avg WL per Cell at 6.041 um
* Die W at 80 um
* Max Root-Sink Buffers at 2
* # hold bufs at CTS at 0
* Synth Instances at 20
* Layout cells sized above 1 at between 20% and 30%
* CTS tree: built
* Worst Setup Start Kind: flop
* GP Congestion at 0.6673
* Post-synth seq share at between 50% and 60%
* Pre-Repair DR Iteration Count at 1
* Fin. Hold Viols at 0
* Number of post-CTS setup repair buffers at 0
* Core Box Area at 3416 um^2
* Tool Warnings at 28
* Total vias in the final route at 159
* Via density at 2.149
* Global-route wire length before repair at 828 um
* Largest net degree at the start of global routing at 8
* Num CTS Buffers at 3
* Number of global-route vias before repair at around 200
* Tcrit/Tclk final at 218.2%
* Port bufs at 3
* CP max FO at 2
* Drt total wl at 447 um
* Synth warnings at 1
* Reg2reg path depth at 0
* Fin worst setup slack at -1.654 ns
* Worst setup EP type: primary output
* Most numerous logic cell after layout: dfrtp_1
* Clock slew at reported path FFs at 0.05 ns
* # setup viols final at 1
* Post-DRT Antenna Nets at 0
* Clock Skew at 0.003518 ns
* Maximum VDD drop at 0.7410 mV
* Ant diodes at 0
* Setup Crit Path Kind: flop to primary output
* H-tree depth at 1
* Mapped Area at 302.8 um^2
* Final Non-Filler Cells at 74
==> layer usage <==
| layer | track usage, % | vias to the layer above | part of all wire, % |
|---|---|---|---|
| li1 | - | 76 | - |
| met4 | 0 | 0 | 0 |
| met3 | 1.591 | 0 | 13 |
| met2 | 1.926 | 7 | 31 |
| met1 | 2.321 | 76 | 55 |
| met5 | 0 | - | 0 |
==> report_power, final <==
part	switching (mW)	internal [mW]
logic	0.0417	0.0461
registers	0.00700	0.213
clock network	0.0689	0.108
==> cells in the mapped netlist <==
master,n,area [um^2]
xnor2_1,1,8.760
inv_1,5,18.77
fa_1,3,60.06
and3_1,1,6.260
ha_1,2,25.02
o21ai_2,1,8.760
dfrtp_1,7,175.2
==> what timing repair did <==
action / 4_1_cts / 5_1_grt
setup endpoints to repair: 1 / 1
resized: 5 / 0
pin swaps: 2 / 2
==> path summary, 6_finish.rpt <==
kind                       start  endpoint  slack [ns]
max                           m3      dout       -1.65
min                        rst_n        m6        0.29
max reg2reg                   m3        m4        0.88
min reg2reg                   m6        m7        0.38
max in group asynchronous  rst_n        m1        0.88
min in group clk0             m6        m7        0.38
==> critical path, cell delays in order (launching register included) <==
cell	delay [ns]
dfrtp_1	0.40
fa_1	0.51
inv_1	0.05
fa_1	0.47
inv_1	0.05
fa_2	0.35
ha_4	0.21
and3_1	0.14
o21ai_2	0.13
xnor2_1	0.12
buf_2	0.11
==> per-stage QoR <==
step,hold slack [ns],TNS (ns),total power [mW],worst slack (ns),area (um^2)
final,0.2865,-1.654,0.4853,-1.654,432.9
after global routing,0.3057,-1.810,0.5286,-1.810,432.9
after CTS,0.2927,-1.671,0.4941,-1.671,432.9
after detailed placement,0.3630,-2.234,0.3062,-2.234,400.4
after floorplan,-0.01559,-1.247,0.2682,-1.247,305.3
after global placement,0.3632,-2.236,0.3037,-2.236,400.4
==> flip-flops by register name, summed over array words and instances, names as in the netlist <==
register and count:
m1 1, m2 1, m3 1, m4 1
m5 1, m6 1, m7 1
==> cell families after synthesis <==
logic type	count (synthesis)	share of synthesized area (%)
AND/OR/NAND/NOR	1	2.067
buffers and inverters	5	6.199
adder cells (fa/ha/maj)	5	28.10
flip-flops	7	57.85
XOR/XNOR	1	2.893
AND-OR/OR-AND	1	2.893
==> layout make-up <==
type | instances | area [um^2] | area share [%]
Sequential cell | 7 | 175.2 | 40.46
Multi-Input combinational cell | 8 | 123.9 | 28.61
Tap cell | 46 | 57.56 | 13.29
Timing Repair Buffer | 4 | 31.28 | 7.225
Clock buffer | 4 | 26.28 | 6.069
Inverter | 5 | 18.77 | 4.335
Power figures rest on the tool's default switching activity, not on a simulated workload.
